==> ./run.sh <==
#!/bin/bash
# OpenROAD 26Q1-2900-gdf79404cd8, Yosys 0.63+post, stock flow scripts
make -C /OpenROAD-flow-scripts/flow DESIGN_CONFIG=/design/flow/config.mk WORK_HOME=/design/flow/orfs finish
==> ./config.mk <==
export PLATFORM = sky130hd
export DESIGN_NAME = register_file
export DESIGN_NICKNAME = register_file
export VERILOG_FILES = /design/flow/design.v
export SDC_FILE = /design/flow/constraint.sdc
export NUM_CORES = 4
export LEC_CHECK = 1
export CORE_UTILIZATION = 40
==> ./constraint.sdc <==
current_design register_file

set clk_period 10.3
set clk_io_pct 0.2

create_clock -name clk0 -period $clk_period [get_ports {i_clock}]

set non_clock_inputs [all_inputs -no_clocks]
set_input_delay [expr $clk_period * $clk_io_pct] -clock clk0 $non_clock_inputs
set_output_delay [expr $clk_period * $clk_io_pct] -clock clk0 [all_outputs]
==> ./design.v <==
    `timescale 1ns/1ps
(* ram_style = "block" *) 
module register_file (
    input logic i_clock,
    input logic i_reset,
    input logic [4:0] i_reg_read_select1, i_reg_read_select2,
    output logic [31:0] o_reg_output1, o_reg_output2,
    input logic [4:0] i_reg_write_sel,
    input logic [31:0] i_reg_write_input,
    input logic i_write_enable
);
logic [31:0] register_file_array [31:0];
assign o_reg_output1 = register_file_array[i_reg_read_select1];
assign o_reg_output2 = register_file_array[i_reg_read_select2];
always_ff @( posedge i_clock or posedge i_reset ) begin
    if(i_reset == 1) begin
        integer i;
        for ( i = 0 ; i < 32 ; i = i +1 ) begin
            register_file_array[i] <= 0;
        end
    end else if(i_write_enable) begin
            if (i_reg_write_sel == 0) begin
             register_file_array[0] <= 0;
            end else begin
             register_file_array[i_reg_write_sel] <= i_reg_write_input;
            end
        end
    end
endmodule
==> changes_impl.md <==
### Changed

- Status: complete, no violations
- Largest register by flop count: register_file_array
- RSZ-0062 raised after global routing: no
- Vias in the first global route: ~42000
- Layout cells sized above 1: 0.354
- Post-Synthesis Cells: 4265
- CTS H-Tree Depth: 3
- Sum of negative setup slack: 0 ps
- Setup Buffers After CTS: 0
- Final Util: 0.462
- Setup Viol. Count Final: 0
- Slowest cell delay on critical path: ~560 ps
- Top cells by instance count after synthesis: mux2_2, dfrtp_1, a22oi_1
- Cell mode on critical path: buf_4
- Max-capacitance violation count: 0
- Drt initial violations: 4787
- Crit start category: input pin
- Pwr per Cell Area: roughly 190 nW/µm²
- Via count: 42454
- CP delay by family, top: buffers and inverters
- YS chip area: 50600 µm²
- Core Rows: 130
- Clock Pin Slew Worst Setup and Hold Paths: 60 ps
- Slowest cell on crit path: and3_2
- Fin. Hold Viols: 0
- YS warnings: 2
- GPL Wtd Cong: 1.03
- Routed Wire Length: 242000 µm
- Max reg flops: approximately 1000
- Worst setup EP type: output pin
- Antenna violations before repair: 12
- CP Cell Sequence: buf_4 -> buf_4 -> nor2b_4 -> buf_4 -> and3_2 -> buf_4 -> a2111oi_0 -> nand3_1 -> or4_1 -> clkdlybuf4s50_1
- Setup CP Type: input pin to output pin
- Setup ws final: 2060 ps
- Synthesized area: 50600 µm²
- Rel. slew slack: 0.197
- Clk root buf: clkbuf_16
- VDD IR max: between 0.1 and 0.15 mV
- Main synth FF type: dfrtp_1
- CTS max path bufs: 3
- Count of library flops with an enable pin: 0
- Distinct lib cells used: 75
- Total core area: roughly 130000 µm²
- Syn avg cell area: 11.9 µm²
- Total GRT Usage: 0.395
- First-pass GRT wire length: 334000 µm
- Final Max Tran Viols: 0
- # hold bufs at CTS: 0
- CTS Buf Count: 109
- Top-area cell share: 0.490
- Synth async-reset ratio: 1.00
- # IOs: 114
- Die y size: 358 µm
- Tool warnings: 51
- Overflow after GRT: 0
- Crit path DRT: 8240 ps
- Total clock sinks: 992
- Hold WC Path Type: flop to flop
- Post-CTS sizing: 0
- Cell count listed in synth_stat.txt: 4265
- Buf/Inv on CP: 5
- Vias/cell: 7.05
- Largest registers: register_file_array: 992 flops
- Fp_density: 0.403
- Largest net degree at the start of global routing: 121
- Achievable frequency: 0.121 GHz
- Die ar.: around 130000 µm²
- Clk latency late pin: 710 ps
- Min cycle time layout: 8240 ps
- Leakage power: 25.5 nW
- CTS tree: yes
- Post-layout period usage: 0.800
- Worst Tran Pin Value: 1200 ps
- Area delta synth->final: 14.6%
- Reg2Reg Setup Slack: 9420 ps
- Seq share, synth: 0.490
- I/O Buffers: 113
- Top post-synthesis cells by area: dfrtp_1, mux2_2, a22oi_1, mux2i_1, clkbuf_1
- TritonRoute pass-1 iters: 8
- Routed Antenna Nets: 0
- Yosys reg bits: 992
- Cell taking the most area after synthesis: dfrtp_1
- Per-cell routed wire length: ~40 µm
- Pre-CTS setup slack: 2210 ps
- CP Max Fanout: 27
- WP data arrival: between 6000 and 7000 ps
- Clock skew: 0 ps
- Cell with the most instances after synthesis: mux2_2
- Post-DP HPWL: 144000 µm
- Residual DRC: 0
- Die X: about 360 µm
[metal layers]
| metal | global-route usage | vias to the layer above | part of all wire |
|---|---|---|---|
| met5 | 0.0115 | - | 0.00070 |
| met4 | 0.210 | 16 | 0.075 |
| met3 | 0.268 | 1090 | 0.18 |
| met2 | 0.516 | 3511 | 0.40 |
| met1 | 0.492 | 21359 | 0.35 |
| li1 | - | 16478 | - |
[path summary, 6_finish.rpt]
check | depth (start not counted) | end | from
worst min register to register | 1 | register_file_array[4][6] | register_file_array[4][6]
min in group asynchronous | 2 | register_file_array[11][1] | i_reset
max in group asynchronous | 5 | register_file_array[18][13] | i_reset
worst min-delay path | 1 | register_file_array[4][6] | register_file_array[4][6]
worst max register to register | 1 | register_file_array[26][23] | register_file_array[26][23]
worst max-delay path | 10 | o_reg_output1[12] | i_reg_read_select1[0]
[final cells by class]
class | count | area (µm²)
clock buffer | 158 | 3250
inverter | 3 | 15.0
clock inverter | 43 | 623
tap | 1650 | 2060
sequential | 992 | 24800
multi-input combinational | 2835 | 24400
timing repair buffer | 335 | 2830
antenna | 10 | 25.0
fill | 11269 | 67500
[placed cells by master (no fill, tap or decap), types with 10 or more instances in the layout]
master / n
a221oi_1: 16
or3_1: 10
a22oi_1: 556
a32oi_1: 10
clkdlybuf4s50_1: 103
a21oi_1: 59
diode_2: 10
o22ai_1: 36
o2bb2ai_1: 12
nand4_1: 149
buf_4: 219
dfrtp_1: 992
a2111oi_0: 28
or4_1: 45
mux2i_1: 139
mux2_2: 1007
nor4_1: 14
clkbuf_1: 17
clkinv_2: 23
nor2_1: 70
and3_1: 125
nand2_1: 70
clkbuf_8: 30
bufinv_16: 13
and4_1: 11
nor2_4: 41
a222oi_1: 15
clkbuf_16: 111
a22o_1: 42
nand3_1: 193
[report_power, final]
group / switching (mW) / total, mW / leakage, nW / internal [mW]
clock network: 1.75 / 4.26 / 1.92 / 2.51
logic: 0.781 / 1.67 / 10.9 / 0.889
registers: 0.691 / 5.34 / 12.7 / 4.65
total: 3.22 / 11.3 / 25.5 / 8.06
[through the flow]
| stage | area, µm² | hold WS, ps | power (mW) | cells |
|---|---|---|---|---|
| floorplan | 50700 | 485 | 6.25 | 4265 |
| global placement | 54200 | 496 | 6.97 | 5815 |
| detailed placement | 54200 | 501 | 7.01 | 5815 |
| CTS | 58000 | 515 | 11.2 | 6016 |
| global route | 58000 | 543 | 11.6 | 6017 |
| finish | 58100 | 515 | 11.3 | 6026 |
[kinds of logic (layout without fill, tap and decap cells)]
logic type / after synthesis / count (layout) / share of synthesized area
AND-OR/OR-AND: 831 / 831 / 0.125
flip-flops: 992 / 992 / 0.490
multiplexers: 1146 / 1146 / 0.251
buffers and inverters: 438 / 539 / 0.0376
other: 0 / 10 / 0
AND/OR/NAND/NOR: 858 / 858 / 0.0962
Power figures rest on the tool's default switching activity, not on a simulated workload.
