`/design/flow/run.sh`:
```
#!/bin/bash
# OpenROAD 26Q1-2900-gdf79404cd8, Yosys 0.63+post, stock flow scripts
make -C /OpenROAD-flow-scripts/flow DESIGN_CONFIG=/design/flow/config.mk WORK_HOME=/design/flow/orfs finish
```
`/design/flow/config.mk`:
```
export PLATFORM = sky130hd
export DESIGN_NAME = dual_hex
export DESIGN_NICKNAME = dual_hex
export VERILOG_FILES = /design/flow/design.v
export SDC_FILE = /design/flow/constraint.sdc
export NUM_CORES = 4
export LEC_CHECK = 1
export CORE_AREA = 10 10 113 113
export DIE_AREA = 0 0 123 123
```
`/design/flow/constraint.sdc`:
```
current_design dual_hex

set clk_period 3.2
set clk_io_pct 0.2

create_clock -name clk0 -period $clk_period [get_ports {i_clock}]

set non_clock_inputs [all_inputs -no_clocks]
set_input_delay [expr $clk_period * $clk_io_pct] -clock clk0 $non_clock_inputs
set_output_delay [expr $clk_period * $clk_io_pct] -clock clk0 [all_outputs]
```
`/design/flow/design.v`:
```
    `timescale 1ns/1ps
    module dual_hex (
        input wire i_clock,
        input wire [3:0] num1,
        input wire [3:0] num2,
        output logic [7:0] hex_out
    );
    logic clock_div = 0;
    logic [31:0] counter = 32'b0;
    always @(posedge i_clock) begin
        if(counter < 500_000)  
            counter <= counter + 1;
        else begin
            clock_div <= ~ clock_div;
            counter <= 0;
        end
    end
    always_comb begin
        hex_out = 8'b0;
        if (clock_div == 1) begin
            case (num1)
            4'h0: hex_out = 8'b1_0000001;   
            4'h1: hex_out = 8'b1_1001111;   
            4'h2: hex_out = 8'b1_0010010;   
            4'h3: hex_out = 8'b1_0000110;   
            4'h4: hex_out = 8'b1_1001100;   
            4'h5: hex_out = 8'b1_0100100;   
            4'h6: hex_out = 8'b1_0100000;   
            4'h7: hex_out = 8'b1_0001111;   
            4'h8: hex_out = 8'b1_0000000;   
            4'h9: hex_out = 8'b1_0000100;   
            4'hA: hex_out = 8'b1_0001000;   
            4'hB: hex_out = 8'b1_1100000;   
            4'hC: hex_out = 8'b1_0110001;   
            4'hD: hex_out = 8'b1_1000010;   
            4'hE: hex_out = 8'b1_0110000;   
            4'hF: hex_out = 8'b1_0111000;   
            default: hex_out = 8'b1_0000000;
            endcase
        end else if (clock_div == 0) begin
            case (num2)
            4'h0: hex_out = 8'b0_0000001;   
            4'h1: hex_out = 8'b0_1001111;   
            4'h2: hex_out = 8'b0_0010010;   
            4'h3: hex_out = 8'b0_0000110;   
            4'h4: hex_out = 8'b0_1001100;   
            4'h5: hex_out = 8'b0_0100100;   
            4'h6: hex_out = 8'b0_0100000;   
            4'h7: hex_out = 8'b0_0001111;   
            4'h8: hex_out = 8'b0_0000000;   
            4'h9: hex_out = 8'b0_0000100;   
            4'hA: hex_out = 8'b0_0001000;   
            4'hB: hex_out = 8'b0_1100000;   
            4'hC: hex_out = 8'b0_0110001;   
            4'hD: hex_out = 8'b0_1000010;   
            4'hE: hex_out = 8'b0_0110000;   
            4'hF: hex_out = 8'b0_0111000;   
            default: hex_out = 8'b0_0000000;
            endcase
        end
    end
    endmodule
```
==> results.sh <==
# flow metrics
export IMPL_fp_dieH_um=123
export IMPL_wl_per_cell_um=9.09
export IMPL_yosysWarnings=1
export IMPL_max_cap_violations=0
export IMPL_port_buffers=16
export IMPL_syn2layout_area_growth_pct=34.8
export IMPL_hold_ws_ns=0.464
export IMPL_netlist_instances=205
export IMPL_grt_pass1_wl_um=6280
export IMPL_finalCritPeriodShare_pct=95.4
export IMPL_required_ns=2.56
export IMPL_cp_cell_sequence="clkdlybuf4s50_1 > buf_4 > ha_2 > buf_4 > nand2_1 > a21oi_1 > a211oi_1 > a21oi_1 > clkdlybuf4s50_1"
export IMPL_min_path_type="flop to flop"
export IMPL_post_drt_via_cell_ratio=3.82
export IMPL_rows=37
export IMPL_wl_um=3520
export IMPL_clk_pin_slew_worst_paths_ns=0.07
export IMPL_cts_buffers=5
export IMPL_edf_count=1
export IMPL_syn_avg_cell_area_sq_um=8.48
export IMPL_crit_type="input port to primary output"
export IMPL_yosys_area_top_type="dfxtp_1"
export IMPL_dpl_cell_count=379
export IMPL_synth_area_sq_um=1740
export IMPL_clkSinkCount=33
export IMPL_synth_flops=33
export IMPL_ff_type="dfxtp_1"
export IMPL_cts_setup_buffers=0
export IMPL_ys_area_sq_um=1740
export IMPL_yosysCellCount=205
export IMPL_max_freq_mhz=328
export IMPL_maxSlewViolCount=0
export IMPL_slowest_delay_ns=0.48
export IMPL_finalNonFillerCells=387
export IMPL_dieArea_sq_um=15100
export IMPL_ios=17
export IMPL_via_count=1478
export IMPL_clock_latency_late_pin_ns=0.28
export IMPL_root_buffer="clkbuf_8"
export IMPL_finalSetupViolCount=0
export IMPL_final_antenna_net_count=0
export IMPL_p_per_area_nw_per_um2=387
export IMPL_dr_pass1_iters=4
export IMPL_gr_usage_all_layers_pct=4.82
export IMPL_grt_max_degree=21
export IMPL_finalCriticalPeriod_ns=3.05
export IMPL_arrival_ns=2.41
export IMPL_warning_count=35
export IMPL_ys_top_cells_by_area="dfxtp_1 (37%), ha_1 (9.4%), nor2_1 (5.8%), xnor2_1 (5.0%), a21oi_1 (3.7%)"
export IMPL_critPathSlowestCell="clkdlybuf4s50_1"
export IMPL_grt_pass1_vias=1387
export IMPL_fp_coreArea_sq_um=10300
export IMPL_critical_path_max_fanout=5
export IMPL_p_leak_nw=0.860
export IMPL_fin_util_pct=22.7
export IMPL_clk_path_buf_depth=2
export IMPL_gp_congestion=0.828
export IMPL_synth_seq_share_pct=38.6
export IMPL_final_layout_size_suffix_gt1_share_pct=13.9
export IMPL_dp_slack_ns=-0.0373
export IMPL_irDropWorstVdd_uv=328
export IMPL_status="finished clean"
export IMPL_end_kind="primary output"
export IMPL_skew_ns=0.00377
export IMPL_hold_viol=0
export IMPL_async_flop_share_pct=0
export IMPL_finalPower_uw=908
export IMPL_rsz0062_at_grt="false"
export IMPL_drtIter0Drc=98
export IMPL_worst_setup_path_start_kind="input port"
export IMPL_fp_util_pct=16.8
export IMPL_dp_hpwl_um=2640
export IMPL_die_w_um=123
export IMPL_grt_overflow=0
export IMPL_fin_ws_ns=0.149
export IMPL_cts_hold_buf=0
export IMPL_synth_top_area_share_pct=36.8
export IMPL_synth_distinct_cells=39
export IMPL_cts_htree_levels=2
export IMPL_cts_tree="yes"
export IMPL_drc=0
export IMPL_antenna_found_initial=0
export IMPL_num_antenna_cells=0
==> cells in the final DEF (no fill, tap or decap), types with 6 or more instances in the layout <==
| cell | netlist | layout |
|---|---|---|
| dfxtp_1 | 32 | 32 |
| nor2_1 | 27 | 27 |
| buf_4 | 1 | 19 |
| nand2_1 | 15 | 15 |
| inv_1 | 14 | 14 |
| a21oi_1 | 13 | 13 |
| conb_1 | 1 | 13 |
| clkdlybuf4s50_1 | 0 | 12 |
| ha_1 | 13 | 11 |
| xnor2_1 | 10 | 10 |
| nor3_1 | 9 | 9 |
| nand2b_1 | 8 | 8 |
| nand3_1 | 6 | 6 |
==> report_power, final <==
part,switching (mW),internal (mW)
logic,0.0425,0.0544
clock network,0.154,0.233
registers,0.00257,0.421
total,0.199,0.709
==> Yosys cell counts, drive strengths merged, types with 3 or more instances <==
cell and number:
nand3 7, a211oi 3, nor3 9, o21ai 4
nand2 15, ha 13, nor4 5, clkbuf 7
a21oi 13, nand4 4, dfxtp 32, a31oi 3
inv 14, nor2 27, nand2b 8, xnor2 10
or4 3
==> per-layer routing <==
| metal | vias up | global-route usage, % | share of wire, % |
|---|---|---|---|
| met5 | - | 0 | 0 |
| met2 | 23 | 7.23 | 45 |
| met1 | 659 | 7.26 | 51 |
| met4 | 0 | 0.582 | 1.1 |
| li1 | 791 | - | - |
| met3 | 5 | 0.925 | 2.7 |
==> kinds of logic (layout without fill, tap and decap cells) <==
group,after synthesis,count (layout),synth area share [%]
xor gates and xnor gates,12,12,6.04
other,1,13,0.216
and+or+nand+nor,87,87,25.9
buffers and inverters,23,57,5.25
muxes,3,3,2.45
adders and majority gates,13,13,9.35
DFF,33,33,38.6
AOI/OAI and AO/OA,33,33,12.2
==> sequential cells by signal, indices dropped and copies added, names as in the netlist <==
name / flops
clock_div: 1
counter: 32
==> worst max-delay path, delay by kind of cell <==
family | cells | cell delay (ns)
compound gates | 3 | 0.32
simple gates | 1 | 0.06
fa+ha+maj | 1 | 0.18
buf+inv | 4 | 1.20
==> final cells by class <==
cell class                 count  area, sq um
fill                        1107         7980
multi-input combinational    161         1040
sequential                    33          671
timing repair buffer          35          298
tap                          136          170
clock buffer                   5         68.8
inverter                      14         52.6
clock inverter                 3         45.0
==> per-stage QoR <==
stage          instance area, sq um  setup TNS (ns)
2_1_floorplan                  1780               0
3_3_place_gp                   2230          -0.101
3_5_place_dp                   2230         -0.0808
4_1_cts                        2340               0
5_1_grt                        2340               0
6_report                       2340               0
==> worst paths after layout <==
check | to | cells after the start | from | slack, ns
max | hex_out[2] | 9 | num2[0] | 0.15
min | counter[0] | 1 | counter[0] | 0.46
max reg2reg | counter[17] | 4 | counter[8] | 1.20
min reg2reg | counter[0] | 1 | counter[0] | 0.46
==> timing repair <==
item                                    CTS  global route
cloned                                    0             0
gates resized                             5             2
endpoints found under the setup margin    3             2
pin swaps                                 1             0
