--- config.mk ---
export PLATFORM = sky130hd
export DESIGN_NAME = program_counter
export DESIGN_NICKNAME = program_counter
export VERILOG_FILES = /design/flow/design.v
export SDC_FILE = /design/flow/constraint.sdc
export NUM_CORES = 4
export LEC_CHECK = 1
export CORE_UTILIZATION = 40
--- constraint.sdc ---
current_design program_counter

set clk_period 11.8
set clk_io_pct 0.2

create_clock -name clk0 -period $clk_period [get_ports {i_clock}]

set non_clock_inputs [all_inputs -no_clocks]
set_input_delay [expr $clk_period * $clk_io_pct] -clock clk0 $non_clock_inputs
set_output_delay [expr $clk_period * $clk_io_pct] -clock clk0 [all_outputs]
--- design.v ---
`timescale 1ns/1ps
module program_counter (
      input logic i_clock,
      input logic i_reset,
      input logic i_done_executing,
      input logic i_branch,
      input logic i_jalr,
      input logic [31:0] i_imm,
      output wire [31:0] o_currentCount
   );
   logic [31:0] currentCountReg;
   assign o_currentCount = currentCountReg;
   always_ff @(posedge i_clock or posedge i_reset) begin : main
      if (i_reset == 1) begin
         currentCountReg <= 0;
      end
      else if (i_jalr) begin
         currentCountReg <= i_imm;
      end
      else if (i_branch) begin
         currentCountReg <= currentCountReg + i_imm;
      end
      else if (i_done_executing) begin
         currentCountReg <= currentCountReg + 4;
      end
   end
endmodule
--- run.sh ---
#!/bin/bash
# OpenROAD 26Q1-2900-gdf79404cd8, Yosys 0.63+post, stock flow scripts
make -C /OpenROAD-flow-scripts/flow DESIGN_CONFIG=/design/flow/config.mk WORK_HOME=/design/flow/orfs finish
==> flow_metrics.py <==
# Synthesis and PnR figures
metrics = {
    "logic_synthesis": {
        "yosys_most_used_dff": "dfrtp_1",
        "numSynthFlops": 32,
        "netlist_instances": 500,
        "edf_count": 0,
        "synth_cell_types": 60,
        "yosysWarningCount": 1,
        "ys_cells": 500,
        "ys_seq_share_pct": 20.9,
        "synth.cell_area_um2": 3840,
        "yosys_area_um2": 3840,
        "ys_async_sr_fraction_pct": 100,
        "syn_area_per_cell_um2": 7.68,
    },
    "clocking": {
        "tritoncts": "built",
        "clkLatencyLatePin_ns": 0.29,
        "cts.clk_slew.worst_paths_ns": 0.08,
        "clockRootBuffer": "clkbuf_8",
        "cts_buffers": 5,
        "ctsHtreeMaxLevel": 2,
        "ctsLongestPathBuffers": 2,
        "postCtsHoldBufs": 0,
        "ctsResizeCount": 0,
        "post-cts-setup-buffers": 0,
        "clock-sinks": 32,
    },
    "pwr": {
        "power.density_nw_per_um2": 121,
        "p_leak_nw": 1.94,
        "vdd_drop_max_mv": 0.0472,
    },
    "die": {
        "fp_util_pct": 41.4,
        "die_x_um": 100,
        "num_io_pins": 69,
        "fp.coreArea_um2": 9280,
        "die-area_um2": 10000,
        "die_h_um": 100,
        "rows": 35,
    },
    "timing": {
        "max_freq_mhz": 203,
        "final.setup.tns_ns": 0,
        "setup_viol": 0,
        "slew_viol_final": 0,
        "finalClockSkew_ns": 0.0126,
        "final_hold_viol_count": 0,
        "worst_slew_pin_slew_ns": 0.677,
        "rsz0062_at_grt": "no",
        "finalCritPeriodShare_pct": 41.8,
        "fin_crit_ns": 4.93,
        "maxSlewHeadroom_pct": 54.7,
    },
    "cells_and_area": {
        "drive_gt1_share_pct": 4.48,
        "post-route-util_pct": 50.8,
        "final_cell_mix": "68 x clkdlybuf4s50_1, 51 x nand2_1, 46 x a21oi_1, 38 x nor2_1, 37 x o21ai_0",
        "reg_top3": "currentCountReg (32)",
        "final_common_cell": "clkdlybuf4s50_1",
        "largest_reg_flops": 32,
        "area_delta_synth_final_pct": 22.8,
        "largest_register": "currentCountReg",
    },
    "route": {
        "drt-wirelength-per-cell_um": 16.4,
        "m1WireLength_um": 5620,
        "top_layer": "met4",
        "ant_nets": 0,
        "vias": 3921,
        "num_antenna_cells": 0,
        "via_per_inst": 5.71,
        "routed-wl-met2_um": 4900,
        "drt_iter0_drc": 203,
        "dr.pass1.iters": 4,
        "drcViolationCount": 0,
        "totalWireLength_um": 11300,
        "dr_wl_met3_um": 654,
    },
    "placed_design": {
        "port_buffers": 68,
        "routabilityCongestion": 0.901,
        "dp_hpwl_um": 8240,
    },
    "run_status": {
        "status": "finished clean",
    },
    "critical_path": {
        "critPathMaxStageDelay_ns": 0.48,
        "path_cells": "clkdlybuf4s50_1 > ha_1 > inv_1 > fa_1 > nor2b_4 > o211a_1 > o31ai_1 > o211a_1 > o21ba_2 > nor3_1 > o32ai_1 > o21ai_0",
        "cpMaxStageDelayCell": "o31ai_1",
        "criticalPathCategory": "in2reg",
        "critPathLaunchType": "primary input",
        "crit_path_end_kind": "flip-flop",
        "cp_data_required_time_ns": 11.96,
        "worstPathArrival_ns": 5.10,
        "path_common_cell": "o211a_1",
        "crit_fanout": 5,
    },
    "global_route": {
        "grt-ovfl-total": 0,
        "grt_pass1_wl_um": 18700,
        "grt_pass1_vias": 3570,
        "antenna_found_initial": 0,
        "grt_usage_pct": 23.7,
        "grt_start_max_net_pins": 49,
    },
    "flow_run": {
        "timing.max_cap.violations": 0,
        "warnings": 25,
    },
    "min_path": {
        "worstHoldPathType": "reg2reg",
    },
}
cell usage after synthesis (3+ instances only):
| cell | instances | share of area, % |
|---|---|---|
| nor3_1 | 8 | 1.0 |
| nand3_1 | 20 | 2.6 |
| nand4_1 | 9 | 1.5 |
| o22ai_1 | 4 | 0.65 |
| nor4_1 | 5 | 0.81 |
| a31oi_1 | 5 | 0.81 |
| a221oi_1 | 4 | 0.91 |
| nor2_1 | 38 | 3.7 |
| a21o_1 | 13 | 2.5 |
| a211oi_1 | 14 | 2.7 |
| o211ai_1 | 7 | 1.4 |
| inv_1 | 19 | 1.9 |
| and3_1 | 11 | 1.8 |
| buf_2 | 6 | 0.78 |
| nor2b_1 | 3 | 0.49 |
| nand2_1 | 51 | 5.0 |
| clkbuf_1 | 16 | 1.6 |
| and4_1 | 7 | 1.6 |
| a21oi_1 | 46 | 6.0 |
| o21ai_0 | 37 | 4.8 |
| xnor2_1 | 32 | 7.3 |
| a22oi_1 | 5 | 0.98 |
| o21bai_1 | 6 | 1.2 |
| dfrtp_1 | 32 | 21 |
| o211a_1 | 4 | 1.0 |
| o21a_1 | 5 | 0.98 |
| xor2_1 | 16 | 3.6 |
| and2_1 | 4 | 0.65 |
| o31ai_1 | 3 | 0.59 |
| ha_1 | 32 | 10 |
kinds of logic after synthesis:
group                      synth area share, %
adders and majority gates                 10.9
DFF                                       20.9
AOI/OAI and AO/OA                         30.9
xor gates and xnor gates                  10.9
muxes                                    0.815
buffers and inverters                     4.40
and+or+nand+nor                           21.1
layout make-up:
class	count	area, um^2
Clock buffer	6	72.6
Clock inverter	1	5.00
Inverter	19	71.3
Fill cell	921	4570
Timing Repair Buffer	75	733
Tap cell	129	161
Multi-Input combinational cell	425	2870
Sequential cell	32	801
where the power goes:
| part | internal [mW] | switching, mW | leakage, nW |
|---|---|---|---|
| combinational | 0.160 | 0.164 | 1.53 |
| sequential | 0.129 | 0.0335 | 0.375 |
| clock | 0.0402 | 0.0456 | 0.0410 |
| total | 0.329 | 0.243 | 1.94 |
final timing paths:
| kind | startpoint | endpoint | slack (ns) | cells after the start |
|---|---|---|---|---|
| worst min-delay path | currentCountReg[12] | currentCountReg[12] | 0.59 | 2 |
| worst min register to register | currentCountReg[12] | currentCountReg[12] | 0.59 | 2 |
| min in group asynchronous | i_reset | currentCountReg[30] | 2.47 | 3 |
| worst max register to register | currentCountReg[2] | currentCountReg[30] | 8.99 | 9 |
| worst max-delay path | i_imm[0] | currentCountReg[30] | 6.87 | 12 |
| max in group asynchronous | i_reset | currentCountReg[15] | 8.99 | 3 |
through the flow:
stage / power, mW / std cells / instance area, um^2 / setup slack [ns] / hold WS, ns
final: 0.572 / 687 / 4710 / 6.87 / 0.587
after global routing: 0.624 / 687 / 4710 / 6.74 / 0.648
after CTS: 0.575 / 687 / 4710 / 6.91 / 0.595
after detailed placement: 0.484 / 680 / 4640 / 6.61 / 0.581
after global placement: 0.484 / 680 / 4640 / 6.67 / 0.567
after floorplan: 0.379 / 500 / 3840 / 7.39 / 0.508
worst max-delay path, delay by kind of cell:
kind,cells,cell delay [ns]
compound gates,6,1.59
buf+inv,2,0.52
fa+ha+maj,2,0.49
simple gates,2,0.13
routing by layer:
layer / vias up / global-route usage (%)
li1: 1976 / -
met1: 1826 / 38.6
met2: 113 / 35.3
met3: 6 / 3.12
met4: 0 / 2.01
met5: - / 0
Power and IR drop assume default switching activity.
